[design/flow/design.v]
module fifo #(
	parameter WIDTH = 32,  
	parameter DEPTH = 16   
)(
	input  logic clk,
	input  logic rst,  
	input  logic [WIDTH-1:0] wdata,
	input  logic						 wr_en,
	output logic						 full_flag,
	output logic [WIDTH-1:0] rdata,
	input  logic						 rd_en,
	output logic						 empty_flag
);
	timeunit 10ns; timeprecision 100ps;
	localparam ADDR_WIDTH = $clog2(DEPTH);  
	logic [ADDR_WIDTH-1:0] rptr, wptr;
	logic full, empty;
	logic last_op;  
	logic [WIDTH-1:0] mem [0:DEPTH-1];
	always_ff @(posedge clk or negedge rst) begin
		if (!rst) begin
			wptr <= 0;
		end else begin
			if (wr_en && !full) begin
				mem[wptr] <= wdata;
				wptr 			<= wptr + 1'b1;
			end
		end
	end
	always_ff @(posedge clk or negedge rst) begin
		if (!rst) begin
			rptr <= 0;
		end else begin
			if (rd_en && !empty) begin
				rptr 	<= rptr + 1'b1;  
				rdata <= mem[rptr]; 	 
			end
		end
	end
	always_ff @(posedge clk or negedge rst) begin
		if (!rst) begin
			last_op <= 1'b1;
		end else begin
			if (rd_en && !empty) begin
				last_op <= 1'b1; 		 
			end else if (wr_en && !full) begin
				last_op <= 1'b0; 		 
			end else begin
				last_op <= last_op;  
			end
		end
	end
	assign full  = (wptr == rptr) && !last_op;
	assign empty = (wptr == rptr) &&  last_op;
	assign full_flag  = full;  
	assign empty_flag = empty; 
endmodule
module packet_parser #(
    parameter WIDTH = 32
)(
		input  logic              clk,
    input  logic              rst,         
    input  logic [WIDTH-1:0]  data_in,
    input  logic              valid_in,
    output logic              ready_in,
    output logic [WIDTH-1:0]  data_out,
    output logic              valid_out,
    input  logic              ready_out
);
    timeunit 10ns; 
    timeprecision 100ps;
    typedef enum logic [2:0] {
        IDLE,
        ETH_HDR,
        IP_HDR,
        TCP_HDR,
        PAYLOAD  
    } state_t;
    state_t curr_state, next_state;
    logic [4:0] word_cnt;
    logic [127:0] ethernet_header;   
    logic [159:0] ip_header;         
    logic [159:0] tcp_header;        
		assign ready_in  = (curr_state == PAYLOAD) ? ready_out : 1'b1;
		assign valid_out = (curr_state == PAYLOAD) ? valid_in  : 1'b0;
    always_ff @(posedge clk or negedge rst) begin
        if (!rst) begin
            curr_state <= IDLE;
            word_cnt   <= 0;
        end else begin
            curr_state <= next_state;
            if (valid_in && ready_in)
                word_cnt <= word_cnt + 1;
            else if (curr_state == IDLE)
                word_cnt <= 0;
        end
    end
    always_comb begin
        next_state = curr_state;  
        case (curr_state)
            IDLE:
                if (valid_in && ready_in)
                    next_state = ETH_HDR;
            ETH_HDR:
                if (valid_in && word_cnt == 4)    
                    next_state = IP_HDR;
            IP_HDR:
                if (valid_in && word_cnt == 9)    
                    next_state = TCP_HDR;
            TCP_HDR:
                if (valid_in && word_cnt == 14)    
                    next_state = PAYLOAD;
            PAYLOAD:
                if (valid_in && word_cnt == 24)
                    next_state = IDLE;
            default:
                next_state = IDLE;
        endcase
    end
    always_ff @(posedge clk or negedge rst) begin
        if (!rst) begin
            ethernet_header <= '0;
            ip_header       <= '0;
            tcp_header      <= '0;
        end else begin
            case (next_state)
								IDLE:;
                ETH_HDR: begin
										ethernet_header <= {data_in, ethernet_header[127:32]}; 
								end
                IP_HDR: begin
                    ip_header <= {data_in, ip_header[159:32]}; 					 
								end
                TCP_HDR: begin
                    tcp_header <= {data_in, tcp_header[159:32]}; 				 
								end
                PAYLOAD: 
										if( valid_in && ready_out) begin
                    	data_out <= data_in; 		 
										end
            endcase
        end
    end
endmodule
module top(  
	input logic 			 	clk,
	input logic 			 	rst,
	input logic  [31:0] data_in,
	input logic 			  parser_valid_in,  
	output logic 			  parser_ready_in,  
	output logic [31:0] data_out,  
	input logic				  fifo_rd_en,
	output logic 				fifo_empty_flag
);
  timeunit 10ns; 
  timeprecision 100ps;
  logic [31:0] parser_data_out;
  logic parser_valid_out, parser_ready_out;
  logic fifo_wr_en, fifo_full_flag;
	logic [31:0] fifo_wdata;
  packet_parser #(32) parser_inst (
    .clk(clk),
    .rst(rst),
    .data_in(data_in),
    .valid_in(parser_valid_in),
    .ready_in(parser_ready_in),
    .data_out(parser_data_out),
    .valid_out(parser_valid_out), 
    .ready_out(parser_ready_out)  
  );
  fifo #(32, 16) fifo_inst (
    .clk(clk),
    .rst(rst),
    .wdata(fifo_wdata),
    .wr_en(fifo_wr_en),
    .full_flag(fifo_full_flag),
    .rdata(data_out),  
    .rd_en(fifo_rd_en),
    .empty_flag(fifo_empty_flag)
  );
  assign fifo_wdata      = parser_data_out;
  assign fifo_wr_en      = parser_valid_out && !fifo_full_flag;  
  assign parser_ready_out= !fifo_full_flag;               			 
endmodule
[design/flow/run.sh]
#!/bin/bash
# OpenROAD 26Q1-2900-gdf79404cd8, Yosys 0.63+post, stock flow scripts
make -C /OpenROAD-flow-scripts/flow DESIGN_CONFIG=/design/flow/config.mk WORK_HOME=/design/flow/orfs finish
[design/flow/config.mk]
export PLATFORM = sky130hd
export DESIGN_NAME = top
export DESIGN_NICKNAME = top
export VERILOG_FILES = /design/flow/design.v
export SDC_FILE = /design/flow/constraint.sdc
export NUM_CORES = 4
export LEC_CHECK = 1
export CORE_UTILIZATION = 40
export SYNTH_HDL_FRONTEND = slang
[design/flow/constraint.sdc]
current_design top

set clk_period 13.7
set clk_io_pct 0.2

create_clock -name clk0 -period $clk_period [get_ports {clk}]

set non_clock_inputs [all_inputs -no_clocks]
set_input_delay [expr $clk_period * $clk_io_pct] -clock clk0 $non_clock_inputs
set_output_delay [expr $clk_period * $clk_io_pct] -clock clk0 [all_outputs]
==> impl_metrics.prom <==
# HELP chip_impl_metric Metrics from one implementation run
# TYPE chip_impl_metric gauge
chip_impl_metric{name="vdd_ir_drop_max",unit="uV"} 135
chip_impl_metric{name="report.final.slew_viol_count",unit=""} 0
chip_impl_metric{name="pin_count_of_the_biggest_net_entering_global_routing",unit=""} 74
chip_impl_metric{name="drt_pass1_iterations",unit=""} 5
chip_impl_metric{name="layout-drive-gt1-share",unit=""} 0.252
chip_impl_metric{name="clkPwrFrac",unit=""} 0.320
chip_impl_metric{name="combinationalPowerShare",unit=""} 0.218
chip_impl_metric{name="grt_antenna_before_repair",unit=""} 0
chip_impl_metric{name="worst_ep_arrival_time",unit="ns"} 2.95
chip_impl_metric{name="grt_overflow_total",unit=""} 0
chip_impl_info{name="synth.area.top_cells",value="sky130_fd_sc_hd__edfxtp_1 78%, sky130_fd_sc_hd__mux4_2 13%, sky130_fd_sc_hd__a22oi_1 2.2%"} 1
chip_impl_metric{name="mappedNetlistArea",unit="sq um"} 22300
chip_impl_metric{name="power.leakage",unit="nW"} 8.16
chip_impl_metric{name="cts_htree_levels",unit=""} 2
chip_impl_metric{name="yosysWarnings",unit=""} 0
chip_impl_metric{name="grt_pass1_wl",unit="microns"} 69700
chip_impl_metric{name="fp-utilization",unit=""} 0.405
chip_impl_metric{name="postSynthRegisterBits",unit=""} 595
chip_impl_info{name="tritoncts",value="built"} 1
chip_impl_metric{name="numCtsBuffers",unit=""} 59
chip_impl_info{name="holdCritPathClass",value="reg -> reg"} 1
chip_impl_metric{name="worstPathMaxFanout",unit=""} 33
chip_impl_metric{name="grt_util_met2",unit=""} 0.277
chip_impl_metric{name="detail_route.antenna_diodes",unit=""} 0
chip_impl_metric{name="post_drt_wl_per_cell",unit="microns"} 24.1
chip_impl_metric{name="timing.critical_path.required",unit="ns"} 10.96
chip_impl_metric{name="gr-usage-met1",unit=""} 0.257
chip_impl_metric{name="final_design_area_no_fill",unit="sq um"} 25900
chip_impl_metric{name="enable_flop_cells",unit=""} 576
chip_impl_metric{name="vias",unit=""} 10100
chip_impl_metric{name="floorplan.die.height",unit="microns"} 238
chip_impl_info{name="worstSetupEndpointType",value="output pin"} 1
chip_impl_metric{name="placed_area",unit="sq um"} 24100
chip_impl_info{name="run_status",value="finished, final reports clean"} 1
chip_impl_metric{name="p_sw_frac",unit=""} 0.277
chip_impl_info{name="grt.busiest_layer",value="met2"} 1
chip_impl_metric{name="max_stage_delay",unit="ns"} 0.85
chip_impl_info{name="cp-start-kind",value="register"} 1
chip_impl_metric{name="setup-tns-final",unit="ns"} 0
chip_impl_info{name="timing.critical_path.max_delay_family",value="simple AND/OR/NAND/NOR gates"} 1
chip_impl_metric{name="synth-async-reset-ratio",unit=""} 0.0319
chip_impl_metric{name="crit_buf_inv",unit=""} 1
chip_impl_metric{name="gp_congestion",unit=""} 0.799
chip_impl_metric{name="dp.final_hpwl",unit="microns"} 25700
chip_impl_metric{name="core",unit="sq um"} 55100
chip_impl_metric{name="post-cts-setup-buffer-count",unit=""} 0
chip_impl_metric{name="chipArea",unit="sq um"} 56700
chip_impl_metric{name="warning_count",unit=""} 31
chip_impl_info{name="grt_setup_unrepaired",value="false"} 1
chip_impl_metric{name="grt_util_all_layers",unit=""} 0.185
chip_impl_metric{name="via_per_inst",unit=""} 5.31
chip_impl_info{name="cell_by_cell_trace_of_the_critical_path",value="xnor2_1, nand4_1, or2_2, clkdlybuf4s50_1"} 1
chip_impl_metric{name="final_critical_path_required_period",unit="ns"} 5.69
chip_impl_metric{name="clk_pin_slew",unit="ns"} 0.06
chip_impl_metric{name="ys_area",unit="sq um"} 22300
chip_impl_metric{name="yosys_cell_types",unit=""} 41
chip_impl_metric{name="syn_area_per_cell",unit="sq um"} 22.8
chip_impl_metric{name="number_of_buffers_on_the_longest_clock_path",unit=""} 3
chip_impl_metric{name="power_frac_seq",unit=""} 0.461
chip_impl_info{name="dominantRegCellSynth",value="sky130_fd_sc_hd__edfxtp_1"} 1
chip_impl_metric{name="top_level_ports",unit=""} 70
chip_impl_metric{name="insertion_delay",unit="ns"} 0.62
chip_impl_metric{name="postCtsHoldBufs",unit=""} 0
chip_impl_metric{name="die_w",unit="microns"} 238
chip_impl_metric{name="post-route-worst-setup-slack",unit="ns"} 8.01
chip_impl_metric{name="first_global_vias",unit=""} 11200
chip_impl_info{name="top_cells_by_count",value="576 x sky130_fd_sc_hd__edfxtp_1, 128 x sky130_fd_sc_hd__mux4_2, 64 x sky130_fd_sc_hd__a22oi_1, 45 x sky130_fd_sc_hd__nand2_1, 24 x sky130_fd_sc_hd__clkbuf_1"} 1
chip_impl_info{name="criticalPathCategory",value="reg -> out"} 1
chip_impl_metric{name="p_total",unit="mW"} 4.74
chip_impl_metric{name="drt_drc_violations_left",unit=""} 0
chip_impl_metric{name="drtAntennaViolNets",unit=""} 0
chip_impl_metric{name="sum_of_routed_wire_length_over_all_layers",unit="microns"} 45700
chip_impl_metric{name="drt_iter0_markers",unit=""} 635
chip_impl_metric{name="finalClockSkew",unit="ns"} 0.0313
chip_impl_metric{name="synthDominantCellAreaShare",unit=""} 0.776
chip_impl_metric{name="internal",unit="mW"} 3.43
chip_impl_metric{name="fp-row-count",unit=""} 86
chip_impl_metric{name="max_freq",unit="MHz"} 176
chip_impl_metric{name="post_synth_inst_count",unit=""} 979
chip_impl_metric{name="relSlewSlack",unit=""} 0.466
chip_impl_info{name="yosysTopAreaCell",value="sky130_fd_sc_hd__edfxtp_1"} 1
chip_impl_info{name="yosysMostFrequentCell",value="sky130_fd_sc_hd__edfxtp_1"} 1
chip_impl_info{name="cp_slowest_cell",value="sky130_fd_sc_hd__dfrtp_4"} 1
chip_impl_metric{name="post_cts_resized",unit=""} 0
chip_impl_metric{name="total_net_switching_power",unit="mW"} 1.32
chip_impl_metric{name="share_of_the_yosys_chip_area_belonging_to_registers",unit=""} 0.797
chip_impl_metric{name="global_route_met3_usage",unit=""} 0.108
chip_impl_metric{name="dpl_worst_slack",unit="ns"} 8.58
chip_impl_metric{name="fillerInstances",unit=""} 4466
chip_impl_metric{name="area_growth_syn_to_layout",unit="%"} 16.2
chip_impl_metric{name="ys_cells",unit=""} 979
chip_impl_metric{name="max_cap_violations",unit=""} 0
chip_impl_metric{name="finalHoldViolations",unit=""} 0
chip_impl_metric{name="placement.io_buffers",unit=""} 69
chip_impl_metric{name="power_density",unit="nW/um^2"} 183
chip_impl_metric{name="tightestPinTransition",unit="ns"} 0.801
chip_impl_info{name="clk_root_buffer_cell",value="sky130_fd_sc_hd__clkbuf_16"} 1
chip_impl_metric{name="post_layout_period_usage_of_the_worst_path",unit=""} 0.416
chip_impl_metric{name="count_of_endpoints_failing_setup_in_the_final_report",unit=""} 0
chip_impl_metric{name="numClockSinks",unit=""} 595
-- metrics by stage --
step | instances | util | hold slack, ns
2_1_floorplan | 979 | - | 0.469
3_3_place_gp | 1783 | 0.437 | 0.500
3_5_place_dp | 1783 | 0.437 | 0.508
4_1_cts | 1894 | 0.470 | 0.515
5_1_grt | 1894 | 0.470 | 0.548
6_report | 1894 | 0.470 | 0.513
-- flip-flops by register name, summed over array words and instances, names as in the netlist --
| name | count |
|---|---|
| fifo_inst.rdata | 32 |
| parser_inst.data_out | 32 |
| fifo_inst.mem | 512 |
| parser_inst.word_cnt | 5 |
| fifo_inst.rptr | 4 |
| fifo_inst.wptr | 4 |
| parser_inst.curr_state | 5 |
| fifo_inst.last_op | 1 |
-- power by group through the flow --
stage | registers [mW] | logic, mW | clock network [mW]
4_1_cts | 2.19 | 1.06 | 1.56
6_report | 2.19 | 1.04 | 1.52
5_1_grt | 2.20 | 1.13 | 1.63
-- worst paths after layout --
check                                          start                         to  slack, ns  cells after the start
max reg2reg                        fifo_inst.rptr[0]        fifo_inst.rdata[13]      10.27                      5
min                        parser_inst.curr_state[4]  parser_inst.curr_state[4]       0.51                      2
max                                fifo_inst.rptr[0]            parser_ready_in       8.01                      4
max in group asynchronous                        rst          fifo_inst.last_op      10.93                      2
min reg2reg                parser_inst.curr_state[4]  parser_inst.curr_state[4]       0.51                      2
min in group asynchronous                        rst    parser_inst.word_cnt[1]       2.49                      2
-- cells by family (layout without fill, tap and decap cells) --
family	after synthesis	in the layout	share of synthesized area
AND-OR/OR-AND	83	83	0.0282
XOR/XNOR	13	13	0.00511
adder cells (fa/ha/maj)	9	9	0.00505
buffers and inverters	58	225	0.0139
flip-flops	595	595	0.797
multiplexers	134	134	0.132
AND/OR/NAND/NOR	87	87	0.0186
-- worst min-delay path, delay by kind of cell (launching register included) --
family,cells,cell delay (ns)
compound gates,1,0.06
simple gates,1,0.05
flops,1,0.37
-- cell usage in the layout, fill, tap and decap left out, types with 4 or more instances in the layout --
cell type / Yosys / final
sky130_fd_sc_hd__edfxtp_1: 576 / 576
sky130_fd_sc_hd__inv_1: 8 / 8
sky130_fd_sc_hd__mux2i_1: 4 / 4
sky130_fd_sc_hd__a22oi_1: 64 / 64
sky130_fd_sc_hd__o211ai_1: 5 / 5
sky130_fd_sc_hd__ha_1: 9 / 9
sky130_fd_sc_hd__clkdlybuf4s50_1: 0 / 69
sky130_fd_sc_hd__nor3_2: 0 / 12
sky130_fd_sc_hd__clkinv_4: 0 / 5
sky130_fd_sc_hd__clkinvlp_4: 0 / 8
sky130_fd_sc_hd__buf_4: 5 / 36
sky130_fd_sc_hd__clkinv_2: 0 / 14
sky130_fd_sc_hd__clkinv_1: 0 / 10
sky130_fd_sc_hd__dfrtp_1: 17 / 15
sky130_fd_sc_hd__clkbuf_1: 24 / 8
sky130_fd_sc_hd__nand2_1: 45 / 45
sky130_fd_sc_hd__nand4_1: 4 / 4
sky130_fd_sc_hd__xnor2_1: 11 / 11
sky130_fd_sc_hd__clkbuf_16: 0 / 60
sky130_fd_sc_hd__nor4_2: 0 / 4
sky130_fd_sc_hd__mux4_2: 128 / 128
-- metal layers --
| layer | up-vias | routed length [microns] |
|---|---|---|
| met4 | 0 | 899 |
| met1 | 5117 | 16800 |
| li1 | 4364 | - |
| met3 | 75 | 5710 |
| met2 | 507 | 22300 |
| met5 | - | 0 |
-- area by class of cell --
type	instances	area (sq um)	share of cell area
Sequential cell	595	17800	0.686
Multi-Input combinational cell	326	4340	0.167
Clock buffer	68	1530	0.0591
Timing Repair Buffer	106	981	0.0379
Tap cell	748	936	0.0361
Clock inverter	43	318	0.0123
Inverter	8	30.0	0.00116
No activity file was given, so power comes from the tool's default toggle rates.
